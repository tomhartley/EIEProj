### design/flow/config.mk
export PLATFORM = sky130hd
export DESIGN_NAME = dot_product
export DESIGN_NICKNAME = dot_product
export VERILOG_FILES = /design/flow/design.v
export SDC_FILE = /design/flow/constraint.sdc
export NUM_CORES = 4
export LEC_CHECK = 1
export CORE_UTILIZATION = 30
### design/flow/constraint.sdc
current_design dot_product

set clk_period 5.6
set clk_io_pct 0.2

create_clock -name clk0 -period $clk_period [get_ports {clk}]

set non_clock_inputs [all_inputs -no_clocks]
set_input_delay [expr $clk_period * $clk_io_pct] -clock clk0 $non_clock_inputs
set_output_delay [expr $clk_period * $clk_io_pct] -clock clk0 [all_outputs]
### design/flow/design.v
module dot_product_core (
  clk, en, arst_n, input_a_rsc_mgc_in_wire_d, input_b_rsc_mgc_in_wire_d, output_rsc_mgc_out_stdreg_d
);
  input clk;
  input en;
  input arst_n;
  input [7:0] input_a_rsc_mgc_in_wire_d;
  input [7:0] input_b_rsc_mgc_in_wire_d;
  output [7:0] output_rsc_mgc_out_stdreg_d;
  reg [7:0] output_rsc_mgc_out_stdreg_d;
  reg exit_MAC_lpi;
  reg [7:0] acc_sva_1;
  reg [2:0] i_1_sva_1;
  wire [2:0] MAC_acc_itm;
  wire [3:0] nl_MAC_acc_itm;
  wire [7:0] acc_sva_2;
  wire [8:0] nl_acc_sva_2;
  wire [2:0] i_1_sva_2;
  wire [3:0] nl_i_1_sva_2;
  assign nl_acc_sva_2 = (acc_sva_1 & (signext_8_1(~ exit_MAC_lpi))) + conv_s2s_16_8(input_a_rsc_mgc_in_wire_d
      * input_b_rsc_mgc_in_wire_d);
  assign acc_sva_2 = nl_acc_sva_2[7:0];
  assign nl_i_1_sva_2 = (i_1_sva_1 & (signext_3_1(~ exit_MAC_lpi))) + 3'b1;
  assign i_1_sva_2 = nl_i_1_sva_2[2:0];
  assign nl_MAC_acc_itm = i_1_sva_2 + 3'b11;
  assign MAC_acc_itm = nl_MAC_acc_itm[2:0];
  always @(posedge clk or negedge arst_n) begin
    if ( ~ arst_n ) begin
      output_rsc_mgc_out_stdreg_d <= 8'b0;
      acc_sva_1 <= 8'b0;
      i_1_sva_1 <= 3'b0;
      exit_MAC_lpi <= 1'b1;
    end
    else begin
      if ( en ) begin
        output_rsc_mgc_out_stdreg_d <= MUX_v_8_2_2({acc_sva_2 , output_rsc_mgc_out_stdreg_d},
            MAC_acc_itm[2]);
        acc_sva_1 <= acc_sva_2;
        i_1_sva_1 <= i_1_sva_2;
        exit_MAC_lpi <= ~ (MAC_acc_itm[2]);
      end
    end
  end
  function [7:0] signext_8_1;
    input [0:0] vector;
  begin
    signext_8_1= {{7{vector[0]}}, vector};
  end
  endfunction
  function [2:0] signext_3_1;
    input [0:0] vector;
  begin
    signext_3_1= {{2{vector[0]}}, vector};
  end
  endfunction
  function [7:0] MUX_v_8_2_2;
    input [15:0] inputs;
    input [0:0] sel;
    reg [7:0] result;
  begin
    case (sel)
      1'b0 : begin
        result = inputs[15:8];
      end
      1'b1 : begin
        result = inputs[7:0];
      end
      default : begin
        result = inputs[15:8];
      end
    endcase
    MUX_v_8_2_2 = result;
  end
  endfunction
  function signed [7:0] conv_s2s_16_8 ;
    input signed [15:0]  vector ;
  begin
    conv_s2s_16_8 = vector[7:0];
  end
  endfunction
endmodule
module dot_product (
  input_a_rsc_z, input_b_rsc_z, output_rsc_z, clk, en, arst_n
);
  input [7:0] input_a_rsc_z;
  input [7:0] input_b_rsc_z;
  output [7:0] output_rsc_z;
  input clk;
  input en;
  input arst_n;
  wire [7:0] input_a_rsc_mgc_in_wire_d;
  wire [7:0] input_b_rsc_mgc_in_wire_d;
  wire [7:0] output_rsc_mgc_out_stdreg_d;
  mgc_in_wire #(.rscid(1),
  .width(8)) input_a_rsc_mgc_in_wire (
      .d(input_a_rsc_mgc_in_wire_d),
      .z(input_a_rsc_z)
    );
  mgc_in_wire #(.rscid(2),
  .width(8)) input_b_rsc_mgc_in_wire (
      .d(input_b_rsc_mgc_in_wire_d),
      .z(input_b_rsc_z)
    );
  mgc_out_stdreg #(.rscid(3),
  .width(8)) output_rsc_mgc_out_stdreg (
      .d(output_rsc_mgc_out_stdreg_d),
      .z(output_rsc_z)
    );
  dot_product_core dot_product_core_inst (
      .clk(clk),
      .en(en),
      .arst_n(arst_n),
      .input_a_rsc_mgc_in_wire_d(input_a_rsc_mgc_in_wire_d),
      .input_b_rsc_mgc_in_wire_d(input_b_rsc_mgc_in_wire_d),
      .output_rsc_mgc_out_stdreg_d(output_rsc_mgc_out_stdreg_d)
    );
endmodule
module mgc_in_wire (d, z);
  parameter integer rscid = 1;
  parameter integer width = 8;
  output [width-1:0] d;
  input  [width-1:0] z;
  wire   [width-1:0] d;
  assign d = z;
endmodule
module mgc_in_wire_en (ld, d, lz, z);
  parameter integer rscid = 1;
  parameter integer width = 8;
  input              ld;
  output [width-1:0] d;
  output             lz;
  input  [width-1:0] z;
  wire   [width-1:0] d;
  wire               lz;
  assign d = z;
  assign lz = ld;
endmodule
module mgc_in_wire_wait (ld, vd, d, lz, vz, z);
  parameter integer rscid = 1;
  parameter integer width = 8;
  input              ld;
  output             vd;
  output [width-1:0] d;
  output             lz;
  input              vz;
  input  [width-1:0] z;
  wire               vd;
  wire   [width-1:0] d;
  wire               lz;
  assign d = z;
  assign lz = ld;
  assign vd = vz;
endmodule
module mgc_chan_in (ld, vd, d, lz, vz, z, size, req_size, sizez, sizelz);
  parameter integer rscid = 1;
  parameter integer width = 8;
  parameter integer sz_width = 8;
  input              ld;
  output             vd;
  output [width-1:0] d;
  output             lz;
  input              vz;
  input  [width-1:0] z;
  output [sz_width-1:0] size;
  input              req_size;
  input  [sz_width-1:0] sizez;
  output             sizelz;
  wire               vd;
  wire   [width-1:0] d;
  wire               lz;
  wire   [sz_width-1:0] size;
  wire               sizelz;
  assign d = z;
  assign lz = ld;
  assign vd = vz;
  assign size = sizez;
  assign sizelz = req_size;
endmodule
module mgc_out_stdreg (d, z);
  parameter integer rscid = 1;
  parameter integer width = 8;
  input    [width-1:0] d;
  output   [width-1:0] z;
  wire     [width-1:0] z;
  assign z = d;
endmodule
module mgc_out_stdreg_en (ld, d, lz, z);
  parameter integer rscid = 1;
  parameter integer width = 8;
  input              ld;
  input  [width-1:0] d;
  output             lz;
  output [width-1:0] z;
  wire               lz;
  wire   [width-1:0] z;
  assign z = d;
  assign lz = ld;
endmodule
module mgc_out_stdreg_wait (ld, vd, d, lz, vz, z);
  parameter integer rscid = 1;
  parameter integer width = 8;
  input              ld;
  output             vd;
  input  [width-1:0] d;
  output             lz;
  input              vz;
  output [width-1:0] z;
  wire               vd;
  wire               lz;
  wire   [width-1:0] z;
  assign z = d;
  assign lz = ld;
  assign vd = vz;
endmodule
module mgc_out_prereg_en (ld, d, lz, z);
    parameter integer rscid = 1;
    parameter integer width = 8;
    input              ld;
    input  [width-1:0] d;
    output             lz;
    output [width-1:0] z;
    wire               lz;
    wire   [width-1:0] z;
    assign z = d;
    assign lz = ld;
endmodule
module mgc_inout_stdreg_en (ldin, din, ldout, dout, lzin, lzout, z);
    parameter integer rscid = 1;
    parameter integer width = 8;
    input              ldin;
    output [width-1:0] din;
    input              ldout;
    input  [width-1:0] dout;
    output             lzin;
    output             lzout;
    inout  [width-1:0] z;
    wire   [width-1:0] din;
    wire               lzin;
    wire               lzout;
    wire   [width-1:0] z;
    assign lzin = ldin;
    assign din = ldin ? z : {width{1'bz}};
    assign lzout = ldout;
    assign z = ldout ? dout : {width{1'bz}};
endmodule
module hid_tribuf( I_SIG, ENABLE, O_SIG);
  parameter integer width = 8;
  input [width-1:0] I_SIG;
  input ENABLE;
  inout [width-1:0] O_SIG;
  assign O_SIG = (ENABLE) ? I_SIG : { width{1'bz}};
endmodule
module mgc_inout_stdreg_wait (ldin, vdin, din, ldout, vdout, dout, lzin, vzin, lzout, vzout, z);
    parameter integer rscid = 1;
    parameter integer width = 8;
    input              ldin;
    output             vdin;
    output [width-1:0] din;
    input              ldout;
    output             vdout;
    input  [width-1:0] dout;
    output             lzin;
    input              vzin;
    output             lzout;
    input              vzout;
    inout  [width-1:0] z;
    wire               vdin;
    wire   [width-1:0] din;
    wire               vdout;
    wire               lzin;
    wire               lzout;
    wire   [width-1:0] z;
    wire   ldout_and_vzout;
    assign lzin = ldin;
    assign vdin = vzin;
    assign din = ldin ? z : {width{1'bz}};
    assign lzout = ldout;
    assign vdout = vzout ;
    assign ldout_and_vzout = ldout && vzout ;
    hid_tribuf #(width) tb( .I_SIG(dout),
                            .ENABLE(ldout_and_vzout),
                            .O_SIG(z) );
endmodule
module mgc_inout_buf_wait (clk, en, arst, srst, ldin, vdin, din, ldout, vdout, dout, lzin, vzin, lzout, vzout, z);
    parameter integer rscid   = 0;  
    parameter integer width   = 8;  
    parameter         ph_clk  =  1'b1;  
    parameter         ph_en   =  1'b1;  
    parameter         ph_arst =  1'b1;  
    parameter         ph_srst =  1'b1;  
    input              clk;
    input              en;
    input              arst;
    input              srst;
    input              ldin;
    output             vdin;
    output [width-1:0] din;
    input              ldout;
    output             vdout;
    input  [width-1:0] dout;
    output             lzin;
    input              vzin;
    output             lzout;
    input              vzout;
    inout  [width-1:0] z;
    wire               lzout_buf;
    wire               vzout_buf;
    wire   [width-1:0] z_buf;
    wire               vdin;
    wire   [width-1:0] din;
    wire               vdout;
    wire               lzin;
    wire               lzout;
    wire   [width-1:0] z;
    assign lzin = ldin;
    assign vdin = vzin;
    assign din = ldin ? z : {width{1'bz}};
    assign lzout = lzout_buf & ~ldin;
    assign vzout_buf = vzout & ~ldin;
    hid_tribuf #(width) tb( .I_SIG(z_buf),
                            .ENABLE((lzout_buf && (!ldin) && vzout) ),
                            .O_SIG(z)  );
    mgc_out_buf_wait
    #(
        .rscid   (rscid),
        .width   (width),
        .ph_clk  (ph_clk),
        .ph_en   (ph_en),
        .ph_arst (ph_arst),
        .ph_srst (ph_srst)
    )
    BUFF
    (
        .clk     (clk),
        .en      (en),
        .arst    (arst),
        .srst    (srst),
        .ld      (ldout),
        .vd      (vdout),
        .d       (dout),
        .lz      (lzout_buf),
        .vz      (vzout_buf),
        .z       (z_buf)
    );
endmodule
module mgc_inout_fifo_wait (clk, en, arst, srst, ldin, vdin, din, ldout, vdout, dout, lzin, vzin, lzout, vzout, z);
    parameter integer rscid   = 0;  
    parameter integer width   = 8;  
    parameter integer fifo_sz = 8;  
    parameter         ph_clk  = 1'b1;   
    parameter         ph_en   = 1'b1;   
    parameter         ph_arst = 1'b1;   
    parameter         ph_srst = 1'b1;   
    parameter integer ph_log2 = 3;      
    parameter integer pwropt  = 0;      
    input              clk;
    input              en;
    input              arst;
    input              srst;
    input              ldin;
    output             vdin;
    output [width-1:0] din;
    input              ldout;
    output             vdout;
    input  [width-1:0] dout;
    output             lzin;
    input              vzin;
    output             lzout;
    input              vzout;
    inout  [width-1:0] z;
    wire               lzout_buf;
    wire               vzout_buf;
    wire   [width-1:0] z_buf;
    wire               comb;
    wire               vdin;
    wire   [width-1:0] din;
    wire               vdout;
    wire               lzin;
    wire               lzout;
    wire   [width-1:0] z;
    assign lzin = ldin;
    assign vdin = vzin;
    assign din = ldin ? z : {width{1'bz}};
    assign lzout = lzout_buf & ~ldin;
    assign vzout_buf = vzout & ~ldin;
    assign comb = (lzout_buf && (!ldin) && vzout);
    hid_tribuf #(width) tb2( .I_SIG(z_buf), .ENABLE(comb), .O_SIG(z)  );
    mgc_out_fifo_wait
    #(
        .rscid   (rscid),
        .width   (width),
        .fifo_sz (fifo_sz),
        .ph_clk  (ph_clk),
        .ph_en   (ph_en),
        .ph_arst (ph_arst),
        .ph_srst (ph_srst),
        .ph_log2 (ph_log2),
        .pwropt  (pwropt)
    )
    FIFO
    (
        .clk   (clk),
        .en      (en),
        .arst    (arst),
        .srst    (srst),
        .ld      (ldout),
        .vd      (vdout),
        .d       (dout),
        .lz      (lzout_buf),
        .vz      (vzout_buf),
        .z       (z_buf)
    );
endmodule
module mgc_io_sync (ld, lz);
    input  ld;
    output lz;
    assign lz = ld;
endmodule
module mgc_bsync_rdy (rd, rz);
    parameter integer rscid   = 0;  
    parameter ready = 1;
    parameter valid = 0;
    input  rd;
    output rz;
    wire   rz;
    assign rz = rd;
endmodule
module mgc_bsync_vld (vd, vz);
    parameter integer rscid   = 0;  
    parameter ready = 0;
    parameter valid = 1;
    output vd;
    input  vz;
    wire   vd;
    assign vd = vz;
endmodule
module mgc_bsync_rv (rd, vd, rz, vz);
    parameter integer rscid   = 0;  
    parameter ready = 1;
    parameter valid = 1;
    input  rd;
    output vd;
    output rz;
    input  vz;
    wire   vd;
    wire   rz;
    assign rz = rd;
    assign vd = vz;
endmodule
module mgc_sync (ldin, vdin, ldout, vdout);
  input  ldin;
  output vdin;
  input  ldout;
  output vdout;
  wire   vdin;
  wire   vdout;
  assign vdin = ldout;
  assign vdout = ldin;
endmodule
module funccall_inout (d, ad, bd, z, az, bz);
  parameter integer ram_id = 1;
  parameter integer width = 8;
  parameter integer addr_width = 8;
  output [width-1:0]       d;
  input  [addr_width-1:0]  ad;
  input                    bd;
  input  [width-1:0]       z;
  output [addr_width-1:0]  az;
  output                   bz;
  wire   [width-1:0]       d;
  wire   [addr_width-1:0]  az;
  wire                     bz;
  assign d  = z;
  assign az = ad;
  assign bz = bd;
endmodule
module modulario_en_in (vd, d, vz, z);
  parameter integer rscid = 1;
  parameter integer width = 8;
  output             vd;
  output [width-1:0] d;
  input              vz;
  input  [width-1:0] z;
  wire   [width-1:0] d;
  wire               vd;
  assign d = z;
  assign vd = vz;
endmodule
### design/flow/run.sh
#!/bin/bash
# OpenROAD 26Q1-2900-gdf79404cd8, Yosys 0.63+post, stock flow scripts
make -C /OpenROAD-flow-scripts/flow DESIGN_CONFIG=/design/flow/config.mk WORK_HOME=/design/flow/orfs finish
==> impl_metrics.py <==
# Physical implementation metrics
metrics = {
    "grt": {
        "grt_use_total_pct": 12.02,
        "antenna_found_initial": 0,
        "grt_max_degree": 21,
        "grt_pass1_vias": 1262,
        "grt_pass1_wl_um": 5885,
        "gr-total-overflow": 0,
    },
    "timing": {
        "drv_slew": 0,
        "fin_crit_ns": 4.926,
        "fin_skew_ns": 0.001276,
        "relSlewSlack_pct": 55.87,
        "fin_setup_tns_ns": 0,
        "setup_viol": 0,
        "rsz0062_at_grt": "false",
        "final_hold_viol_count": 0,
        "clock.fmax_mhz": 203.0,
        "setup_ws_ns": 0.6743,
        "finalCritPeriodShare_pct": 87.96,
        "tightest_slew_ns": 0.6599,
    },
    "die": {
        "coreArea_um2": 5921,
        "row_count": 28,
        "fp_util_pct": 31.15,
        "die_w_um": 80.41,
        "die_y_um": 80.41,
        "die_area_um2": 6465,
        "top_level_ports": 27,
    },
    "placed_design": {
        "dpl_worst_slack_ns": 0.4157,
        "hpwl_um": 2777,
        "dp_cells": 291,
        "post_dp_cell_area_um2": 2202,
        "gp_congestion": 0.8141,
        "port_buffers": 26,
    },
    "synth": {
        "synth.distinct_cells": 25,
        "ys.flops": 20,
        "synth_warnings": 7,
        "edf_count": 0,
        "ff_type": "dfrtp_1",
        "synth_area_per_cell_um2": 9.656,
        "synth_cells": 191,
        "synthTopCellsByArea": "dfrtp_1 (26%), fa_1 (20%), ha_1 (12%)",
        "top_area_cell": "dfrtp_1",
        "synth_chip_area_um2": 1844,
        "yosysTopAreaCellShare_pct": 25.78,
        "ys_async_sr_fraction_pct": 100.0,
        "synth.yosys.seq_area_share_pct": 27.20,
        "synth_area_um2": 1844,
        "yosysCellCount": 191,
        "ys_top_cells_by_count": "inv_1 (34), nand2_1 (34), dfrtp_1 (19), fa_1 (18), ha_1 (18)",
    },
    "drt": {
        "wl_met1_um": 1780,
        "via_per_inst": 4.292,
        "drc": 0,
        "first_pass_iters": 4,
        "wl_met2_um": 1514,
        "met3WireLength_um": 98,
        "num_antenna_cells": 0,
        "antenna_left": 0,
        "drt_first_iter_violations": 30,
        "wire_per_inst_um": 11.54,
        "routed.top_layer": "met4",
        "finalWirelength_um": 3405,
        "num_vias": 1266,
    },
    "finish": {
        "layout.cells.non_filler": 295,
        "final_layout_size_suffix_gt1_share_pct": 7.273,
        "syn_to_final_growth_pct": 21.85,
        "final_area_um2": 2247,
    },
    "critical_path": {
        "critPathKind": "in -> reg",
        "worst_ep_arrival_time_ns": 5.03,
        "cp-end-kind": "flop",
        "cp-start-kind": "input port",
        "cp.required_ns": 5.70,
        "crit_fanout": 8,
    },
    "status": {
        "status": "finished clean",
    },
    "clock_network": {
        "cts.sinks": 20,
        "post_cts_resized": 0,
        "postCtsHoldBufs": 0,
        "cts_tree": "done",
        "cts_made_buffers": 3,
        "cts_root_buf": "clkbuf_8",
        "clockBufferDepth": 2,
        "post-cts-setup-buffers": 0,
        "clkSlewWorstSetupHoldPaths_ns": 0.07,
        "clk_latency_ns": 0.25,
        "htree_num_levels": 1,
    },
    "power_and_ir_drop": {
        "p_leak_nw": 1.087,
        "power.density_nw_per_um2": 561.5,
        "vdd_drop_max_mv": 0.2461,
        "power_w": 0.001262,
    },
    "run": {
        "drv_cap": 0,
        "warning_count": 25,
    },
    "min_path": {
        "hold_class": "reg -> reg",
    },
}
==> path summary, 6_finish.rpt <==
check,slack (ns),cells after the start,start,to
setup / recovery,0.67,14,input_b_rsc_z[0],dot_product_core_inst.acc_sva_1[7]
hold / removal,0.48,1,dot_product_core_inst.i_1_sva_1[1],dot_product_core_inst.i_1_sva_1[1]
setup reg to reg,1.53,14,dot_product_core_inst.exit_MAC_lpi,dot_product_core_inst.acc_sva_1[7]
hold reg to reg,0.48,1,dot_product_core_inst.i_1_sva_1[1],dot_product_core_inst.i_1_sva_1[1]
max in group asynchronous,4.13,2,arst_n,dot_product_core_inst.exit_MAC_lpi
min in group asynchronous,1.20,2,arst_n,dot_product_core_inst.i_1_sva_1[1]
==> layout make-up <==
class / count / area, um^2
flip-flops and latches: 20 / 501.7
multi-input cells: 133 / 1200
clock buffers: 4 / 45.04
fillers: 585 / 3674
inverters: 35 / 131.4
well taps: 75 / 93.84
repair buffers: 28 / 275.3
==> critical path, stage by stage <==
cell and delay [ns]:
clkdlybuf4s50_1 0.62, nand2_1 0.12, fa_1 0.49, fa_1 0.51, inv_1 0.05, fa_1 0.47, inv_1 0.06, fa_1 0.42
xor2_1 0.16, xnor2_1 0.20, xnor3_1 0.35, xnor2_1 0.15, xnor2_1 0.22, a21oi_1 0.10
==> power by group <==
group | internal (W) | switching [W] | total [W]
clock | 0.0000505 | 0.0000431 | 0.0000936
sequential | 0.000226 | 0.0000391 | 0.000265
combinational | 0.000453 | 0.000450 | 0.000903
total | 0.000730 | 0.000532 | 0.00126
==> registers in the layout (all words and copies together), names as in the netlist <==
register and count:
dot_product_core_inst.output_rsc_mgc_out_stdreg_d 8, dot_product_core_inst.exit_MAC_lpi 1, dot_product_core_inst.acc_sva_1 8, dot_product_core_inst.i_1_sva_1 3
==> layout by cell type, fill, tap and decap left out <==
master / synthesis / final
mux2i_1: 1 / 1
mux2_2: 8 / 8
clkdlybuf4s50_1: 0 / 26
nand3_1: 2 / 2
o21ai_1: 1 / 1
clkbuf_8: 0 / 3
inv_1: 34 / 34
a21oi_1: 7 / 7
xor2_1: 5 / 5
o21ai_0: 4 / 4
xnor2_1: 11 / 11
nor2b_1: 4 / 4
buf_4: 0 / 2
clkbuf_1: 2 / 1
xnor3_1: 1 / 1
nor2_1: 3 / 3
nand2_2: 1 / 1
ha_1: 18 / 18
dfstp_2: 1 / 1
dfrtp_1: 19 / 19
fa_1: 18 / 18
and2_1: 9 / 9
mux2_1: 3 / 3
nand2_1: 34 / 34
inv_2: 1 / 1
nand2b_1: 1 / 1
a21o_1: 2 / 2
==> cells by family (layout without fill, tap and decap cells) <==
group,count (synthesis),after routing,share of synthesized area [%]
compound gates,14,14,4.070
xor+xnor,17,17,8.819
fa+ha+maj,36,36,31.75
buf+inv,38,67,7.734
flops,20,20,27.21
mux,12,12,7.259
simple gates,54,54,13.16
==> per-stage QoR <==
stage | util [%] | hold WS [ns]
after floorplan | - | 0.4257
after global placement | 37.19 | 0.4603
after detailed placement | 37.19 | 0.4707
after CTS | 37.95 | 0.4871
after global routing | 37.95 | 0.5017
final | 37.95 | 0.4841
==> layer usage <==
metal  global-route usage [%]  vias to the layer above
met5                        0                        -
met4                   0.8929                        0
met3                    1.384                        2
met2                    17.97                       18
met1                    19.95                      600
li1                         -                      646
Power figures rest on the tool's default switching activity, not on a simulated workload.
